--- design/flow/config.mk ---
export PLATFORM = sky130hd
export DESIGN_NAME = timer_module
export DESIGN_NICKNAME = timer_module
export VERILOG_FILES = /design/flow/design.v
export SDC_FILE = /design/flow/constraint.sdc
export NUM_CORES = 4
export LEC_CHECK = 1
export CORE_UTILIZATION = 50
--- design/flow/constraint.sdc ---
current_design timer_module

set clk_period 10.1
set clk_io_pct 0.2

create_clock -name clk0 -period $clk_period [get_ports {clock}]

set non_clock_inputs [all_inputs -no_clocks]
set_input_delay [expr $clk_period * $clk_io_pct] -clock clk0 $non_clock_inputs
set_output_delay [expr $clk_period * $clk_io_pct] -clock clk0 [all_outputs]
--- design/flow/design.v ---
module timer_module
(
		clock,
		resetn,
		address,
		writedata,
		write,
		readdata,
		read,
		waitrequest,
		chipselect
);
input clock;
input resetn;
input write;
input read;
input chipselect;
input [31:0]writedata;
input [1:0]address;
output reg[31:0]readdata;
output waitrequest;
reg [31:0] module_reg[0:2];
reg [10:0]div;
always@(posedge clock)
begin
	if(resetn)
		begin
			module_reg[0] <= 32'd0;
			module_reg[1] <= 32'd0;
			module_reg[2] <= 32'd0;
			div <= 0;
		end
	else if(write & chipselect)
		module_reg[address] <= writedata;
	else
		begin
			case(module_reg[0][2:0])
				0: begin div <= 1'b0; module_reg[1] <= 32'b0; end
				1: begin div <= 1'b0; module_reg[1] <= module_reg[1] + 1'b1; end
				2: begin div <= div+ 1'b1; module_reg[1] <= module_reg[1] + div[3]; end
				3: begin div <= div+ 1'b1; module_reg[1] <= module_reg[1] + div[5]; end
				4: begin div <= div+ 1'b1; module_reg[1] <= module_reg[1] + div[6]; end
				5: begin div <= div+ 1'b1; module_reg[1] <= module_reg[1] + div[7]; end
				6: begin div <= div+ 1'b1; module_reg[1] <= module_reg[1] + div[8]; end
				7: begin div <= div+ 1'b1; module_reg[1] <= module_reg[1] + div[10]; end
			endcase
		end
end
always@(posedge clock)
begin
	if(resetn)
		begin
			readdata <= 0;
		end
	else if(read & chipselect)
		readdata <= module_reg[address];
end
assign waitrequest = 1'b0;
endmodule
--- design/flow/run.sh ---
#!/bin/bash
# OpenROAD 26Q1-2900-gdf79404cd8, Yosys 0.63+post, stock flow scripts
make -C /OpenROAD-flow-scripts/flow DESIGN_CONFIG=/design/flow/config.mk WORK_HOME=/design/flow/orfs finish
==> results.yml <==
# yosys + openroad results
outcome:
  status: "finished, final reports clean"
synth:
  yosys_warnings: 1
  synth_top_cell_by_area: "edfxtp_1"
  syn_avg_cell_area_um2: 8.84
  ys_seq_elements: 171
  seq_area_frac_synth_pct: 40.8
  synthCells: 1306
  mappedNetlistArea_mm2: 0.0115
  synthArstFlopShare_pct: 0
  ys_cells: 1306
  ys.flop_type: "edfxtp_1"
  top_area_share_pct: 33.3
  yosys_area_mm2: 0.0115
  synthDistinctLibCells: 73
  synth-edff-count: 128
  synthTopCellsByArea: "edfxtp_1 (33%), dfxtp_1 (7.5%), mux4_2 (6.2%)"
die:
  die_area_mm2: 0.0237
  row_count: 55
  die_w_um: 154
  dieHeight_um: 154
  num_io_pins: 72
  coreArea_mm2: 0.0226
  fp_util_pct: 51.0
setup_path:
  critPathLaunchType: "input pin"
  worstSetupEndpointType: "flip-flop"
  critPathLaunch: "chipselect"
  cp_max_fo: 18
  r2r-start: "module_reg[1][0]$_SDFFCE_PN0P_"
  worstPathRequired_ns: 10.27
  criticalPathCategory: "input pin to flip-flop"
  arrival_ns: 5.46
timing:
  min_period_over_period_pct: 52.4
  whs_ns: 0.455
  timing.fmax_mhz: 189
  hold_viol_final: 0
  setup_violations: 0
  clock_skew_ns: 0.0125
  tns_ns: 0
  rsz0062_at_grt: "no"
  period_minus_slack_ns: 5.29
  max_slew_margin_pct: 42.8
  drv_slew: 0
  worstMarginPinSlew_ns: 0.850
global_routing:
  grt_use_met3_pct: 10.2
  grt_pass1_vias: 10200
  grtUsageTotal_pct: 37.9
  grt_use_met2_pct: 54.9
  gr-max-usage-layer: "met1"
  grt_pass1_wl_mm: 62.9
  overflow: 0
  grt_max_degree: 46
  grt_use_met1_pct: 57.9
  antenna_found_initial: 0
place:
  place.gp.congestion: 1.01
  portBuffers: 70
  dp_hpwl_mm: 28.3
clock_tree:
  cts_setup_buffers: 0
  clkTransAtPathRegs_ns: 0.07
  clk_path_buf_depth: 2
  root_buffer: "clkbuf_16"
  cts_made_buffers: 17
  tritoncts: "done"
  clkSinkCount: 171
  clock_latency_ns: 0.43
  post_cts_resized: 0
  cts-htree-levels: 4
  holdBufCountCts: 0
final_layout:
  largest_reg_flops: 128
  drive_above_1_share_pct: 9.39
  areaGrowthSynthToFinish_pct: 11.9
route:
  ant_nets: 0
  vias_per_cell: 6.61
  drt_iter0_markers: 1164
  antenna_cells: 0
  first_pass_iters: 6
  totalWireLength_mm: 41.0
  via_count: 10600
  drc: 0
  routedWlPerCell_um: 25.5
power_and_ir_drop:
  leakage_nw: 4.43
  powerDensity_mw_per_mm2: 135
  ir_drop_uv: 112
min_path:
  hp-class: "flip-flop to flip-flop"
  min_from: "readdata[30]$_SDFFE_PP0P_"
flow_run:
  warnings: 25
  cap_viol_max_count: 0
power breakdown:
| group | internal (W) | total, W | switching, W | leakage, nW |
|---|---|---|---|---|
| sequential | 0.000794 | 0.000852 | 0.0000578 | 1.65 |
| clock | 0.000351 | 0.000652 | 0.000300 | 0.288 |
| combinational | 0.000108 | 0.000245 | 0.000136 | 2.49 |
| total | 0.00125 | 0.00175 | 0.000494 | 4.43 |
layer usage:
| metal | vias to the layer above | part of all wire (%) |
|---|---|---|
| li1 | 4797 | - |
| met1 | 5020 | 41 |
| met2 | 677 | 44 |
| met3 | 122 | 10 |
| met4 | 0 | 4.3 |
| met5 | - | 0 |
placed cells by master, fill, tap and decap left out, drive strengths merged, types with 26 or more instances in the layout:
cell / netlist / layout
nor2: 162 / 162
mux4: 32 / 32
nor3: 39 / 39
nand3: 40 / 40
xor2: 37 / 37
inv: 23 / 33
a21oi: 104 / 104
buf: 43 / 37
xnor2: 46 / 46
nand2: 184 / 184
edfxtp: 128 / 128
o21ai: 46 / 46
dfxtp: 43 / 43
nand4: 26 / 26
clkdlybuf4s50: 0 / 67
critical path, cell delays in order:
cell and delay, ns:
clkdlybuf4s50_1 0.57, a21oi_2 0.19, buf_4 0.34, nand2_1 0.36
nand2_1 0.50, buf_4 0.27, a21oi_1 0.07, or4_1 0.52
o22a_1 0.22, a21oi_1 0.29, nor2_1 0.08
cells in the mapped netlist, types with 4 or more instances:
cell type    n
buf_1       12
ha_1        14
a221oi_1     9
nand2_1    184
a222oi_1     5
edfxtp_1   128
and2_1       9
a21oi_1    103
and4_1      14
o221ai_1    11
o211ai_1    11
or3_1        9
nand4_1     25
xnor2_1     46
a31oi_1     17
a22o_1       5
o311a_1      5
nor4_1      16
nand2b_1     6
o21ai_0     45
mux4_2      32
buf_2       26
nand3_1     40
a221o_1      4
a211oi_1    11
nor3_1      37
a22oi_1     10
inv_1       23
nor2b_1     22
mux2i_1      5
xor2_1      37
nor2_1     160
a21o_1       7
o22ai_1     16
and3_1      13
clkbuf_1    75
o31ai_1     11
o21bai_1     4
dfxtp_1     43
a31o_2       5
final timing paths:
| kind | end | slack [ns] | depth (start not counted) |
|---|---|---|---|
| max | module_reg[2][15]$_SDFFCE_PN0P_ | 4.81 | 11 |
| min | readdata[30]$_SDFFE_PP0P_ | 0.46 | 2 |
| max reg2reg | module_reg[2][8]$_SDFFCE_PN0P_ | 6.16 | 10 |
| min reg2reg | readdata[30]$_SDFFE_PP0P_ | 0.46 | 2 |
cell families after synthesis:
group	synth area share [%]
and+or+nand+nor	22.2
AOI/OAI and AO/OA	17.2
DFF	40.8
buffers and inverters	5.22
xor gates and xnor gates	6.30
muxes	6.78
adders and majority gates	1.52
other	0.0325
area by class of cell:
cell class / count / area (µm²)
Tap cell: 285 / 357
Timing Repair Buffer: 104 / 941
Clock buffer: 20 / 479
Fill cell: 2006 / 9720
Inverter: 23 / 86.3
Sequential cell: 171 / 4700
Multi-Input combinational cell: 991 / 6250
Clock inverter: 12 / 95.1
per-stage QoR:
step                      std cells  total power (W)  cell area (µm²)  utilization (%)  setup WS, ns
final                          1606          0.00175            12900             57.0          4.81
after global routing           1606          0.00181            12900             57.0          4.74
after CTS                      1606          0.00176            12900             57.0          4.94
after detailed placement       1574          0.00111            12300             54.5          4.49
after global placement         1574          0.00111            12300             54.5          4.64
after floorplan                1306          0.00101            11500                -          4.48
Power figures rest on the tool's default switching activity, not on a simulated workload.
