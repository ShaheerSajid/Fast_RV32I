[/design/flow/design.v]
module gpio_module
(
		clock,
		resetn,
		address,
		writedata,
		write,
		readdata,
		read,
		waitrequest,
		chipselect,
		gpio
);
input clock;
input resetn;
input write;
input read;
input chipselect;
input [31:0]writedata;
input address;
output[31:0]readdata;
output waitrequest;
inout [31:0] gpio;
reg [31:0] module_reg[0:1]; 
reg[31:0] data_out;
wire[31:0] in;
integer i;
genvar gi;
generate
  for (gi=0; gi<32; gi=gi+1) begin : genbit
    assign gpio[gi] = module_reg[0][gi]? module_reg[1][gi]: 1'bz;
  end
endgenerate
assign in = gpio;
always@(posedge clock)
begin
	if(resetn)
		begin
			module_reg[0] = 32'd0;
			module_reg[1] = 32'd0;
		end
	else if(write & chipselect)
		module_reg[address] <= writedata;
	data_out <= in;
end
assign waitrequest = 1'b0;
assign readdata = (address)?data_out:module_reg[0];
endmodule
[/design/flow/run.sh]
#!/bin/bash
# OpenROAD 26Q1-2900-gdf79404cd8, Yosys 0.63+post, stock flow scripts
make -C /OpenROAD-flow-scripts/flow DESIGN_CONFIG=/design/flow/config.mk WORK_HOME=/design/flow/orfs finish
[/design/flow/config.mk]
export PLATFORM = sky130hd
export DESIGN_NAME = gpio_module
export DESIGN_NICKNAME = gpio_module
export VERILOG_FILES = /design/flow/design.v
export SDC_FILE = /design/flow/constraint.sdc
export NUM_CORES = 4
export LEC_CHECK = 1
export CORE_UTILIZATION = 50
[/design/flow/constraint.sdc]
current_design gpio_module

set clk_period 5.7
set clk_io_pct 0.2

create_clock -name clk0 -period $clk_period [get_ports {clock}]

set non_clock_inputs [all_inputs -no_clocks]
set_input_delay [expr $clk_period * $clk_io_pct] -clock clk0 $non_clock_inputs
set_output_delay [expr $clk_period * $clk_io_pct] -clock clk0 [all_outputs]
==> results.toml <==
# yosys + openroad results
[clock_tree]
numCtsBuffers = 9
cts_setup_buffers = 0
cts_resized = 0
worstSkewPairLatency_ns = 0.35
holdBufCountCts = 0
cts-htree-levels = 3
cts_tree = "yes"
clk_path_buf_depth = 2
cts_sinks = 96
cts.clk_slew.worst_paths_ns = 0.09
cts_root_buf = "clkbuf_8"

[global_route]
grt_max_degree = 47
antenna_found_initial = 0
grt_usage = 0.187
overflow = 0
grt_pass1_wl_um = 9670
grt_pass1_vias = 1909

[power_and_ir_drop]
p_int_mw = 1.07
p_per_area_nw_per_um2 = 309
p_total_mw = 1.36
net-switching-power_mw = 0.289
power.share.switching = 0.212
irDropWorstVdd_v = 0.000169
seqPwrFrac = 0.588
comb_power_share = 0.090
power.share.clock = 0.322
leakagePower_nw = 1.82

[detailed_routing]
dr_total_vias = 1946
n_antenna_cell = 0
drt_wl_total_um = 6440
drt_iter0_drc = 53
routedWlPerCell_um = 16.8
dr_wl_met3_um = 608
drt_first_pass_iters = 4
drc = 0
met1Wirelength_um = 2700
wl_met2_um = 3040
ant_nets = 0
routed.top_layer = "met4"
via_per_inst = 5.09

[placement]
port_buffers = 68
place.gp.congestion = 0.728
dpl_worst_slack_ns = 2.07
dp.final_hpwl_um = 3640
place_area_um2 = 4200

[timing]
clock_skew_ns = 0.00845
grt_setup_unrepaired = "false"
setup_slack_ns = 2.08
period_used_share = 0.635
tightest_slew_ns = 0.692
post-route-min-period_ns = 3.62
setup_viol = 0
hold_viol = 0
timing.fmax_mhz = 276
tns_ns = 0
drv_slew = 0
relSlewSlack = 0.537

[yosys]
ff_type = "edfxtp_1"
avgSynthCellArea_um2 = 16.4
synth_seq_share = 0.723
top_cell_area_share = 0.542
ys_area_um2 = 3550
top_cells_by_area = "edfxtp_1, dfxtp_1, and3_1"
edf_count = 64
async_reset_ff_frac = 0
mappedNetlistArea_um2 = 3550
top_cells_by_count = "and3_1, edfxtp_1, dfxtp_1, mux2_2, buf_6"
yosys_warnings = 2
numSynthFlops = 96
ys_cells = 216
yosysUniqueCellTypes = 12
synth_cells = 216
largest_area_cell = "edfxtp_1"

[floorplan]
fp-utilization = 0.519
row_count = 30
die_y_um = 86.2
dieWidth_um = 86.2
core_um2 = 6830
chipArea_um2 = 7430
ios = 103

[finish]
drive_gt1_frac = 0.192
num-fill-cells = 534
syn_to_final_growth_pct = 24.1
design_area_um2 = 4400

[worst_hold_path]
min-delay-path-class = "flop to flop"

[run]
tool_warnings = 91
cap_viol_max_count = 0

[setup_path]
cp_max_fo = 34
crit_arrival_ns = 2.48
crit_type = "input port to primary output"
end_kind = "primary output"
cp-start-kind = "input port"
cp_data_required_time_ns = 4.56

[outcome]
status = "finished, final reports clean"
## layer usage
metal / track usage / vias up
met4: 0.0273 / 0
met5: 0 / -
li1: - / 933
met3: 0.0686 / 9
met1: 0.285 / 932
met2: 0.291 / 72
## worst max-delay path, stage by stage
cell,delay [ns]
buf_2,0.07
buf_4,0.42
mux2_2,0.39
clkdlybuf4s50_1,0.45
## placed cells by master (no fill, tap or decap), drive strengths merged
cell type,instances
clkdlybuf4s50,67
and3,64
edfxtp,64
mux2,32
dfxtp,32
clkbuf,10
buf,5
nor2b,2
a21o,2
inv,2
clkinvlp,2
and2,1
conb,1
bufinv,1
clkinv,1
## through the flow
stage / utilization / cells / hold WS (ns)
2_1_floorplan: - / 216 / 0.323
3_3_place_gp: 0.615 / 366 / 0.335
3_5_place_dp: 0.615 / 366 / 0.340
4_1_cts: 0.644 / 382 / 0.356
5_1_grt: 0.644 / 382 / 0.366
6_report: 0.644 / 382 / 0.360
## final timing paths
path | start | cells past startpoint | end | slack, ns
max | address | 4 | readdata[30] | 2.08
min | gpio[17] | 0 | data_out[17] | 0.36
max reg2reg | gpio[30] | 0 | data_out[30] | 5.15
min reg2reg | gpio[17] | 0 | data_out[17] | 0.36
## power groups by stage
stage                 clock network, mW  logic (mW)  registers, mW
after CTS                         0.450       0.124          0.801
after global routing              0.481       0.133          0.806
final                             0.438       0.123          0.800
## logic make-up (layout without fill, tap and decap cells)
logic type      Yosys count  after routing  synth area share
other cells               1              1           0.00106
mux                      32             32             0.102
simple gates             67             67             0.122
flops                    96             96             0.723
compound gates            2              2           0.00423
buf+inv                  18             88            0.0487
## area by class of cell
class / instances / area (um2) / share of cell area
Tap cell: 96 / 120 / 0.0273
Timing Repair Buffer: 72 / 706 / 0.160
Clock inverter: 6 / 67.6 / 0.0154
Multi-Input combinational cell: 102 / 816 / 0.185
Sequential cell: 96 / 2560 / 0.582
Clock buffer: 10 / 128 / 0.0290
No activity file was given, so power comes from the tool's default toggle rates.
